**flow/config.mk**
```make
export PLATFORM = sky130hd
export DESIGN_NAME = RandGen
export DESIGN_NICKNAME = RandGen
export VERILOG_FILES = /design/flow/design.v
export SDC_FILE = /design/flow/constraint.sdc
export NUM_CORES = 4
export LEC_CHECK = 1
export CORE_AREA = 10 10 99 99
export DIE_AREA = 0 0 109 109
export SYNTH_HDL_FRONTEND = slang
```
**flow/constraint.sdc**
```tcl
current_design RandGen

set clk_period 1.2
set clk_io_pct 0.2

create_clock -name clk0 -period $clk_period [get_ports {CLK}]

set non_clock_inputs [all_inputs -no_clocks]
set_input_delay [expr $clk_period * $clk_io_pct] -clock clk0 $non_clock_inputs
set_output_delay [expr $clk_period * $clk_io_pct] -clock clk0 [all_outputs]
```
**flow/design.v**
```verilog
`timescale 1ns / 1ps
module RandGen(
    input CLK,
    input RST,
    output [7:0] RANDOM
    );
    const logic [31:0] SEED = 32'h6B1CCA14; 
    logic [31:0] r_random;
    logic s_feedback;
    assign s_feedback = ~(r_random[31] ^ r_random[21] ^ r_random[1] ^ r_random[0]);
    assign RANDOM = r_random[7:0];
    initial begin
        r_random = SEED;
    end
    always_ff @(posedge CLK or posedge RST) begin
        if (RST == 1'b1)                             
            r_random = SEED;
        else if (CLK == 1'b1)
            r_random = {r_random[30:0],s_feedback};  
    end
endmodule
```
**flow/run.sh**
```bash
#!/bin/bash
# OpenROAD 26Q1-2900-gdf79404cd8, Yosys 0.63+post, stock flow scripts
make -C /OpenROAD-flow-scripts/flow DESIGN_CONFIG=/design/flow/config.mk WORK_HOME=/design/flow/orfs finish
```
==> COMMIT_EDITMSG <==
Add synthesis and place-and-route results

* Total GRT Usage: 3.933%
* Post-synthesis register bit count: 32
- The number of global-route vias before repair came to 1096.
- Global routing finished with a remaining overflow of 0.
- The worst setup path is launched from a register.
* Setup CP Type: register to output pin
- Number of standard cells reported by yosys: 79
- Width of the die: 109 um
- Starting DRC count in detailed routing: 46
* Placeable core region: 7727 um^2
- PnR worst setup slack: -40.04 ps
- Path length in cells of the critical path: 1
- Between the synthesized netlist and the finished layout, the area growth was recorded as 40.93%.
* Final worst clock skew: 6.752 ps
- The launch point of the worst register-to-register path is recorded as r_random[21].
* Min cycle time layout: 1240 ps
- In this build the clock could be raised as far as 806.4 MHz.
- TritonCTS built the clock tree.
- Averaged over all synthesized cells, the footprint is 16.68 um^2.
- The worst register-to-register path has a setup slack of 120 ps.
* I/O pin count: 10
- After detailed routing, the number of remaining DRC violations is 0.
- The finished cells cover 1857 um^2.
- Wire length on met1: 946 um
* Result of the run: complete, but fails checks
* Count of TritonRoute iterations in the first routing pass: 2
* Overall die height: 109 um
- The final layout contains routed wiring with a total length of 2211 um.
- Buffers added on ports: 9
- Slew of the pin with the lowest slew margin: 168.5 ps
- The register with the most flip-flops in the layout has 32 of them.
- Worst setup EP type: output pin
* Synthesized netlist cell count: 79
- Crit Path Max Fanout: 2
* Floorplan row count: 32
- Power per cell area: 3968 nW/um^2
- Synthesis warning total: 0
- The first global-routing pass estimated 3781 um of wire.
- The synthesized netlist occupies a cell area of 1318 um^2.
- Antenna repair during routing inserted a diode count of 0.
* Number of distinct library cells after synthesis: 12
- The most critical hold endpoint after final layout shows a slack of 187.6 ps.
* Standard cell area after detailed placement: 1481 um^2
- The critical path starts at r_random[4].
- The cell family contributing the most delay on the critical path is flip-flops.
- OpenROAD warnings: 61
* Number of antenna violations at the first check in global routing: 0
- Combinational gate area: 391.6 um^2
- Top routing layer used: met4
- The stat command in Yosys gives a chip area of 1318 um^2.
- Number of hold violations in the final report: 0
- The final reports fail on setup timing.
- The floorplan step defined a die boundary enclosing 11880 um^2.
- The placement summary gives the final routability congestion estimate as 0.6533.
- The slowest stage of the critical path is the sky130_fd_sc_hd__dfstp_2 cell.
* Estimated wirelength of the detail-placed design: 1051 um
- The end-of-flow timing check tallies setup violations at 2.
- Fraction of the yosys area taken by sequential cells: 62.11%
- Vias per cell: 3.258
- Critical Path End: RANDOM[4]
- # fillers: 782
- The count of nets left with antenna violations once routing finished came out at 0.
* CTS clk-pin slew, worst paths: 70 ps
- CP peak stage delay: 530 ps
- Worst min-delay path class: clock port to register
- Clock latency on the worst-skew pair, taken at its later pin, is 380 ps.
* Headroom to the max-slew limit: 88.77%
- Arrival time worst endpoint: 1000 ps
- Number of pins with negative max-slew slack in the final report: 0
- Total via count after detailed routing: 694
* Static Leak: 0.7858 nW
- Crit share post-route: 103.3%
- Largest net degree at the start of global routing: 33
- Number of violations of the max-capacitance limit: 0
* Post-DR wirelength/cell: 10.38 um
- Post-Place Setup Slack: -15.31 ps
* Overall power: 7.367 mW
* Fraction of layout instances using a drive strength above 1: 72.97%
* Critical path buffers and inverters: 1
* Met2 wire len: 974 um
- Critical path cell sequence: buf_2
- Per the layout area report, the register area comes to 818.3 um^2.
- Unrepaired setup endpoints after global routing: yes
- The report puts the cell count of the worst reg-to-reg path at 3.
- Critical path required time: 960 ps
- Looking at the VDD voltage map, the peak drop is 1762 uV.
* Terminus of the critical flop-to-flop path: r_random[0]
* Share of the core filled by cells before placement: 17.05%
* Met3 wire length: 214 um
through the flow:
stage / std cells / TNS [ps] / util (%)
after global placement: 183 / -26.64 / 19.17
after floorplan: 79 / -1118 / -
after detailed placement: 183 / -27.22 / 19.17
after global routing: 213 / -145.0 / 24.03
after CTS: 212 / -102.7 / 24.06
final: 213 / -73.31 / 24.03
worst min-delay path by stage:
stage / cells past startpoint / slack [ps] / to / start
5_1_grt: 3 / 200 / r_random[17] / RST
6_report: 4 / 190 / r_random[3] / CLK
4_1_cts: 4 / 190 / r_random[20] / CLK
placed cells by master (no fill, tap or decap):
cell                              count
sky130_fd_sc_hd__mux2_2              29
sky130_fd_sc_hd__dfrtp_1             18
sky130_fd_sc_hd__dfstp_2             14
sky130_fd_sc_hd__clkbuf_8             9
sky130_fd_sc_hd__clkbuf_16            8
sky130_fd_sc_hd__buf_4                8
sky130_fd_sc_hd__clkbuf_1             7
sky130_fd_sc_hd__buf_2                6
sky130_fd_sc_hd__mux2_4               2
sky130_fd_sc_hd__clkbuf_2             2
sky130_fd_sc_hd__inv_1                1
sky130_fd_sc_hd__xnor3_1              1
sky130_fd_sc_hd__nand2_1              1
sky130_fd_sc_hd__xnor2_1              1
sky130_fd_sc_hd__clkinv_2             1
sky130_fd_sc_hd__bufinv_16            1
sky130_fd_sc_hd__clkdlybuf4s50_1      1
sky130_fd_sc_hd__buf_12               1
worst reg2reg max path, cell delays in order (launching register included):
cell and delay [ps]:
sky130_fd_sc_hd__dfrtp_1 410, sky130_fd_sc_hd__xnor3_1 380, sky130_fd_sc_hd__nand2_1 60, sky130_fd_sc_hd__xnor2_1 120
synthesized netlist by cell type:
cell type / instances / area, um^2
sky130_fd_sc_hd__buf_4: 8 / 60.06
sky130_fd_sc_hd__buf_6: 1 / 11.26
sky130_fd_sc_hd__clkbuf_2: 1 / 5.000
sky130_fd_sc_hd__clkbuf_8: 2 / 27.53
sky130_fd_sc_hd__dfrtp_1: 18 / 450.4
sky130_fd_sc_hd__dfstp_2: 14 / 367.9
sky130_fd_sc_hd__inv_1: 1 / 3.750
sky130_fd_sc_hd__mux2_2: 29 / 326.6
sky130_fd_sc_hd__mux2_4: 2 / 30.03
sky130_fd_sc_hd__nand2_1: 1 / 3.750
sky130_fd_sc_hd__xnor2_1: 1 / 8.760
sky130_fd_sc_hd__xnor3_1: 1 / 22.52
cell type report:
cell class                      instances  area share (%)
Clock inverter                          2           1.887
Inverter                                1          0.2022
Sequential cell                        32           44.07
Tap cell                              102           6.873
Multi-Input combinational cell         34           21.09
Clock buffer                           24           18.87
Timing Repair Buffer                   18           7.008
logic make-up (layout without fill, tap and decap cells):
| logic type | count (synthesis) | in the layout | synth area share (%) |
|---|---|---|---|
| buffers and inverters | 13 | 45 | 8.167 |
| DFF | 32 | 32 | 62.11 |
| xor gates and xnor gates | 2 | 2 | 2.374 |
| and+or+nand+nor | 1 | 1 | 0.2846 |
| muxes | 31 | 31 | 27.07 |
where the power goes:
group	total (mW)	internal (mW)	switching (mW)
Clock	4.72	3.31	1.41
Sequential	2.17	1.88	0.289
Combinational	0.480	0.334	0.146
Total	7.37	5.53	1.84
repair_timing:
| item | in CTS | in global routing |
|---|---|---|
| endpoints found under the setup margin | 8 | 4 |
| gates resized | 25 | 2 |
| buffers inserted | 3 | 1 |
| hold buffers | 0 | 0 |
metal layers:
| metal | GRT usage [%] | vias up |
|---|---|---|
| met1 | 3.364 | 341 |
| li1 | - | 318 |
| met4 | 5.367 | 0 |
| met3 | 4.839 | 8 |
| met5 | 0 | - |
| met2 | 3.685 | 27 |
No activity file was given, so power comes from the tool's default toggle rates.
